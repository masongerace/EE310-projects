===== flow/run.sh =====
#!/bin/bash
# OpenROAD 26Q1-2900-gdf79404cd8, Yosys 0.63+post, stock flow scripts
make -C /OpenROAD-flow-scripts/flow DESIGN_CONFIG=/design/flow/config.mk WORK_HOME=/design/flow/orfs finish

===== flow/design.v =====
module dualseg7(input logic [7:0] push_in, input logic blank, input logic test, output logic [13:7] out2, output logic [6:0] out1);
seg7 output1(.push_in(push_in[3:0]), .blank(blank), .test(test), .segments(out1[6:0]));
seg7 output2(.push_in(push_in[7:4]), .blank(blank), .test(test), .segments(out2[13:7]));
endmodule
module seg7(input logic [3:0]push_in, input logic blank, input logic test, output logic [6:0] segments);
	always_comb
		if(blank)segments = 7'b111_1111;
		else if(~blank & test)segments = 7'b000_0000;
		else
			case(push_in)
			0:		segments=7'b100_0000;
			1:		segments=7'b111_1001;
			2:		segments=7'b010_0100;
			3:		segments=7'b011_0000;
			4:		segments=7'b001_1001;
			5:		segments=7'b001_0010;
			6:		segments=7'b000_0010;
			7:		segments=7'b111_1000;
			8:		segments=7'b000_0000;
			9:		segments=7'b001_0000;
			10:	segments=7'b000_1000;
			11:	segments=7'b000_0011;
			12:	segments=7'b100_0110;
			13:	segments=7'b010_0001;
			14:	segments=7'b000_0110;
			15:	segments=7'b000_1110;
			endcase
endmodule 

===== flow/constraint.sdc =====
current_design dualseg7

set clk_period 1.6
set clk_io_pct 0.2

create_clock -name clk0 -period $clk_period

set non_clock_inputs [all_inputs -no_clocks]
set_input_delay [expr $clk_period * $clk_io_pct] -clock clk0 $non_clock_inputs
set_output_delay [expr $clk_period * $clk_io_pct] -clock clk0 [all_outputs]

===== flow/config.mk =====
export PLATFORM = sky130hd
export DESIGN_NAME = dualseg7
export DESIGN_NICKNAME = dualseg7
export VERILOG_FILES = /design/flow/design.v
export SDC_FILE = /design/flow/constraint.sdc
export NUM_CORES = 4
export LEC_CHECK = 1
export CORE_AREA = 10 10 70 70
export DIE_AREA = 0 0 80 80

==> flow_summary.ini <==
; synthesis and place-and-route metrics
[route]
diodes = 0
drt_iter0_drc = 74
dr.pass1.iters = 4
ant_nets = 0
routed_via_density = 4.578
finalWirelength_mm = 2.630
route.detailed.drc = 0
num_vias = 856
routedWlPerCell_um = 14.06

[synthesis]
synthCells = 87
yosysUniqueCellTypes = 28
synth_top_area_share_pct = 28.17
area_leaders = ha_1 28%, o21ai_0 7.2%, mux2i_1 6.4%, nor2_1 5.4%, a311o_1 4.8%
avgSynthCellArea_um2 = 7.148
synth_seq_share_pct = 0
ys_area_um2 = 621.8
ys_cells = 87
yosys_warnings = 1
synth_area_um2 = 621.8
top_area_cell = ha_1

[grt]
grt_use_total_pct = 7.906
overflow = 0
first_global_vias = 868
antenna_found_initial = 0
grt_max_degree = 9
grt_pass1_wl_mm = 4.367

[worst_setup_path]
crit_arrival_ps = 1430
path_class = input pin to output pin
crit_path_cell_trace = buf_8 > inv_6 > ha_4 > inv_1 > mux4_2 > a21o_1 > buf_2
cp_max_fo = 3
worstPathRequired_ps = 1280
cpPeakStageDelay_ps = 440
endpoint_kind = output pin
critPathLaunchType = input pin
critPathSlowestCell = mux4_2

[finish]
clkbuf_count = 0
mostFrequentLayoutCell = buf_4
utilization_pct = 41.61
final_area_um2 = 1421
register_area_um2 = 0
area_delta_synth_final_pct = 128.6
seq_cells = 0
final_cell_mix = 23 x buf_4, 14 x buf_2, 11 x ha_4, 11 x buf_6, 7 x nor2_1
layout-drive-gt1-share_pct = 70.21

[power_and_ir_drop]
ir_drop_mv = 0.06586
combPwrFrac_pct = 100.0
p_int_w = 0.0001935
clockPowerShare_pct = 0
p_leak_nw = 0.6215
switching_share_pct = 44.01
pwr_density_cell_nw_per_um2 = 243.1
switchingPower_w = 0.0001521
p_seq_share_pct = 0

[floorplan]
chipWidth_um = 80
io_pins = 24
rows = 21
fp.dieArea_um2 = 6400
core_area_um2 = 3416
fp_util_pct = 18.21
die_h_um = 80

[placed_design]
port_buffers = 24
place_area_um2 = 1109
gp_congestion = 0.8626
hpwl_mm = 1.701

[run_status]
outcome = finished with violations
violations = negative setup slack

[worst_hold_path]
hp-class = input pin to output pin
holdPathStages = 5
min_from = push_in[2]
hold_end = out1[1]

[final_timing]
maxSlewHeadroom_pct = 86.57
layout_min_cycle_time_ps = 1750
max_freq_ghz = 0.5714
slew_violations = 0
setup_viol = 8
worst_slack_ps = -150.2
period_used_pct = 109.4
worst_slew_pin_slew_ps = 199.4
hold_viol_final = 0
rsz0062_at_grt = true

[run]
warnings = 46
maxCapViolations = 0
==> worst max-delay path, delay by kind of cell <==
| kind | cells | cell delay, ps |
|---|---|---|
| adders and majority gates | 1 | 250 |
| AOI/OAI and AO/OA | 1 | 160 |
| muxes | 1 | 440 |
| buffers and inverters | 4 | 260 |
==> cells in the mapped netlist (all sizes together) <==
master   count
nor2         9
a41oi        1
o2111ai      1
ha          14
nor3         1
a211oi       3
nor2b        2
mux2i        4
nand2        6
a211o        1
mux4         1
a2bb2oi      1
a311o        3
nor4         1
inv          9
a22oi        1
nand2b       2
a21o         3
a21oi        4
mux2         2
o31ai        1
buf          5
o21ai        9
clkbuf       1
nor3b        1
nor4b        1
==> cell type report <==
type / count / area [µm²]
fill: 311 / 1994
inverter: 9 / 53.80
multi-input combinational: 72 / 802.0
tap: 46 / 57.56
timing repair buffer: 60 / 508.0
==> metal layers <==
metal	routed length, µm	track usage [%]
met1	1271	11.64
met2	1288	12.68
met3	52	0.3409
met4	17	0.8803
met5	0	0
==> how the worst max path moves through the flow <==
stage | from | end | slack (ps) | depth (start not counted)
finish | push_in[0] | out1[3] | -150 | 7
global route | push_in[0] | out1[3] | -200 | 7
CTS | push_in[1] | out1[3] | -150 | 7
==> power groups by stage <==
stage | Combinational [W] | Sequential, W | Clock [W]
after CTS | 0.000312 | 0 | 0
after global routing | 0.000376 | 0 | 0
final | 0.000346 | 0 | 0
==> what timing repair did <==
action	in CTS	in global routing
buffers inserted	7	1
endpoints found under the setup margin	14	14
gates cloned	0	0
pin swaps	24	17
resized	144	23
hold buffers	0	0
==> kinds of logic (layout without fill, tap and decap cells) <==
logic type                 count (synthesis)  after routing  share of synthesized area [%]
AOI/OAI and AO/OA                         28             28                          30.58
and+or+nand+nor                           23             23                          17.50
muxes                                      7              7                          13.68
adders and majority gates                 14             14                          28.17
buffers and inverters                     15             69                          10.06
==> stage by stage <==
step / hold slack [ps] / total power [W] / std cells / setup TNS, ps / worst slack (ps)
2_1_floorplan: 767.4 / 0.0001021 / 87 / 0 / 0.8453
3_3_place_gp: 1737 / 0.0002598 / 180 / -11090 / -936.3
3_5_place_dp: 1751 / 0.0002613 / 180 / -11140 / -951.8
4_1_cts: 1167 / 0.0003125 / 187 / -314.6 / -148.7
5_1_grt: 1137 / 0.0003762 / 187 / -683.4 / -202.0
6_report: 1099 / 0.0003455 / 187 / -323.1 / -150.2
Power and IR drop assume default switching activity.
