==> flow/design.v <==
module alu( input logic signed [7:0] MDR, input logic signed [7:0] ac, input logic signed [7:0] opcode, 
				input logic signed [7:0] value, output logic signed [7:0] Z, output logic ZFLG, NFLG );
	enum { NOP, LOAD, LOADI, STORE, CLR, ADD, ADDI, SUBT, SUBTI, 
			 NEG, NOT, AND, OR, XOR, SHL, SHR, JUMP, JNEG, JPOSZ,
			 JZERO, JNZER } opcodes; 
	assign ZFLG = ( ac == 0 )? 1:0;
	assign NFLG = ac[7]? 1:0;
	always_comb
		case( opcode )
		8'h01: 		Z = MDR; 						 
		8'h02:		Z = value;						 
		8'h04:		Z <= 8'b0; 						 
		8'h05:		Z = ac + MDR;					 
		8'h06:		Z = ac + value;				 
		8'h07:		Z = ac - MDR; 					 
		8'h08:		Z = ac - value;				 
		8'h09:		Z = ~MDR + 1;					 
		8'h0A:		Z = ~MDR;						 
		8'h0B:		Z = ac & MDR;					 
		8'h0C:		Z = ac | MDR;					 
		8'h0D:		Z = ac ^ MDR;					 
		8'h0E:		Z = ac << value[2:0];		 
		8'h0F:		Z = ac >> value[2:0];		 
		default:		Z = 8'b0;						 
		endcase
endmodule
==> flow/run.sh <==
#!/bin/bash
# OpenROAD 26Q1-2900-gdf79404cd8, Yosys 0.63+post, stock flow scripts
make -C /OpenROAD-flow-scripts/flow DESIGN_CONFIG=/design/flow/config.mk WORK_HOME=/design/flow/orfs finish
==> flow/config.mk <==
export PLATFORM = sky130hd
export DESIGN_NAME = alu
export DESIGN_NICKNAME = alu
export VERILOG_FILES = /design/flow/design.v
export SDC_FILE = /design/flow/constraint.sdc
export NUM_CORES = 4
export LEC_CHECK = 1
export CORE_UTILIZATION = 30
==> flow/constraint.sdc <==
current_design alu

set clk_period 10.0
set clk_io_pct 0.2

create_clock -name clk0 -period $clk_period

set non_clock_inputs [all_inputs -no_clocks]
set_input_delay [expr $clk_period * $clk_io_pct] -clock clk0 $non_clock_inputs
set_output_delay [expr $clk_period * $clk_io_pct] -clock clk0 [all_outputs]
==> flow_metrics.tcl <==
# collected from the flow reports
set metrics [dict create \
    sequentialPowerShare_pct 0 \
    grt-ovfl-total 0 \
    top_cells_by_count "nor2_1, nand2_1, inv_1" \
    seq_area_um2 0 \
    drc 0 \
    hpwlAfterDp_um 6440 \
    synth.distinct_cells 61 \
    synthSimpleGateAreaFrac_pct 28.9 \
    required_ns 8.00 \
    rsz0062_at_grt "no" \
    p_int_mw 0.0461 \
    yosys-mux-area-fraction_pct 10.2 \
    grtUsageMet2_pct 35.0 \
    critPathArrivalTime_ns 6.56 \
    grt_busiest_layer "met2" \
    avgSynthCellArea_um2 6.65 \
    ys_warn_count 1 \
    use_met3_pct 2.19 \
    start_kind "primary input" \
    finalPower_mw 0.103 \
    hp-class "primary input to output port" \
    rows 30 \
    fmax_mhz 117 \
    critPathLaunch "opcode[1]" \
    slew-limit-headroom_pct 48.8 \
    finalSetupViolations 0 \
    drt-total-wl_um 8090 \
    first_iter_violations 217 \
    syn_area_um2 2210 \
    synth-adder-area-share_pct 15.6 \
    p_clk_share_pct 0 \
    placed_area_um2 2730 \
    postSynthCellCount 333 \
    postCtsSetupBuffers 0 \
    ys_top_logic_family "AND-OR/OR-AND gates" \
    vias_per_cell 5.84 \
    cp_max_fo 20 \
    clkbuf_count 0 \
    grt_antenna_before_repair 0 \
    drive_above_1_share_pct 6.08 \
    timing.hold.ws_ns 5.12 \
    topCellsByArea "ha_1, nor2_1, o21ai_0" \
    largest_area_cell "ha_1" \
    die_y_um 87.9 \
    ys_seq_share_pct 0 \
    p_leak_nw 1.09 \
    hold_viol 0 \
    peakVddDrop_mv 0.0152 \
    min_path_cells 2 \
    final_core_util_pct 39.2 \
    core_area_um2 6940 \
    crit_path_end_kind "output port" \
    top_cell "nor2_1" \
    power_switching_mw 0.0571 \
    endpoint "Z[7]" \
    power_density_nw_per_um2 37.9 \
    postRouteAntennaNets 0 \
    ff_count 0 \
    diodes 0 \
    ys_cells 333 \
    dr.pass1.iters 8 \
    grt_pass1_wl_um 13000 \
    drv_slew 0 \
    die_area_um2 7730 \
    ys_sh_aoi_pct 31.2 \
    port_buffers 42 \
    cts_hold_buf 0 \
    fp_util_pct 31.9 \
    outcome "complete, no violations" \
    tns_ns 0 \
    finalCritPeriodShare_pct 85.6 \
    worst_pin_slew_ns 0.768 \
    critPathKind "primary input to output port" \
    syn_to_final_growth_pct 23.1 \
    tool_warnings 41 \
    ios 42 \
    fp.dieW_um 87.9 \
    cap_violations 0 \
    xor_share_pct 4.97 \
    place_congestion 0.958 \
    cts.repair.resized 0 \
    min_period_ns 8.56 \
    design_area_um2 2730 \
    yosys.stat.chipArea_um2 2210 \
    grt_max_degree 27 \
    switching_share_pct 55.3 \
    met1_usage_pct 32.4 \
    vias 2673 \
    netlist.area_leader.share_pct 14.7 \
    wl_per_cell_um 17.7 \
    grt_pass1_vias 2463 \
    comb_power_share_pct 100.0 \
    grt_util_all_layers_pct 22.3 \
]
## metrics by stage
stage | worst slack [ns] | std cells
after CTS | 1.47 | 458
after global routing | 1.05 | 458
final | 1.44 | 458
after detailed placement | 1.50 | 458
after floorplan | 2.97 | 333
after global placement | 1.57 | 458
## cell type report
cell class	count	area, um^2
inverter	28	105
fill	737	4220
multi-input combinational	283	2010
tap	96	120
timing repair buffer	51	488
## worst min path at each step
stage / to / slack, ns / startpoint
CTS: NFLG / 5.12 / ac[7]
finish: NFLG / 5.12 / ac[7]
global route: NFLG / 5.16 / ac[7]
## routing by layer
metal	up-vias	part of all wire (%)
met5	-	0
met3	19	8.8
met1	1198	45
li1	1309	-
met4	0	3.2
met2	147	43
## cell usage in the layout, fill, tap and decap left out, types with 5 or more instances in the layout
cell type / n
nand2_1: 30
nor3_1: 15
mux2i_1: 6
nand2b_1: 7
a21oi_1: 21
a211oi_1: 5
clkdlybuf4s50_1: 42
nor2_1: 33
xnor2_1: 9
o21ai_0: 23
nor4_1: 5
inv_1: 27
ha_1: 26
nor2b_1: 7
mux2_2: 6
nand4_1: 6
buf_4: 9
and3_1: 6
o22ai_1: 5
## logic make-up (layout without fill, tap and decap cells)
group                      count (synthesis)  in the layout
AOI/OAI and AO/OA                        102            102
adders and majority gates                 27             27
buffers and inverters                     50             79
muxes                                     16             16
and+or+nand+nor                          127            127
xor gates and xnor gates                  11             11
## power by group through the flow
stage	logic, mW	registers, mW	clock network (mW)
4_1_cts	0.102	0	0
5_1_grt	0.114	0	0
6_report	0.103	0	0
## worst max-delay path, stage by stage
cell             delay [ns]
clkdlybuf4s50_1        0.74
or4b_1                 0.65
a21oi_1                0.62
o22ai_1                0.18
nor2_1                 0.23
ha_1                   0.26
nor2b_1                0.13
o21ai_0                0.22
a21oi_1                0.16
o41ai_1                0.38
xnor3_1                0.40
a21o_1                 0.19
clkdlybuf4s50_1        0.40
Power figures rest on the tool's default switching activity, not on a simulated workload.
