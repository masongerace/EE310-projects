[run.sh]
#!/bin/bash
# OpenROAD 26Q1-2900-gdf79404cd8, Yosys 0.63+post, stock flow scripts
make -C /OpenROAD-flow-scripts/flow DESIGN_CONFIG=/design/flow/config.mk WORK_HOME=/design/flow/orfs finish
[config.mk]
export PLATFORM = sky130hd
export DESIGN_NAME = pc
export DESIGN_NICKNAME = pc
export VERILOG_FILES = /design/flow/design.v
export SDC_FILE = /design/flow/constraint.sdc
export NUM_CORES = 4
export LEC_CHECK = 1
export CORE_AREA = 10 10 70 70
export DIE_AREA = 0 0 80 80
[constraint.sdc]
current_design pc

set clk_period 2.2
set clk_io_pct 0.2

create_clock -name clk0 -period $clk_period [get_ports {clk}]

set non_clock_inputs [all_inputs -no_clocks]
set_input_delay [expr $clk_period * $clk_io_pct] -clock clk0 $non_clock_inputs
set_output_delay [expr $clk_period * $clk_io_pct] -clock clk0 [all_outputs]
[design.v]
module pc(input logic [7:0] value, input logic clk, LOAD_PC, INCR_PC, RESET, output logic [7:0] pc );
	always_ff@(posedge clk, posedge RESET)
	if(RESET)
	begin
		pc <= 8'b0;
	end
	else if(LOAD_PC && ~INCR_PC)
	begin
		pc <= value;
	end
	else if(INCR_PC && ~LOAD_PC)
	begin
		pc <= pc + 1;
	end
endmodule 
==> results.tsv <==
stage	metric	value	unit
run_status	outcome	finished clean	
logic_synthesis	Syn Inst Count	57	
run	# Max-Cap Violations	0	
clock_network	Clk Latency, worst-skew pair	0.25	ns
placed_design	Buffers on Ports	19	
floorplan	die height	80	um
grt	global-route usage over all layers	0.0482	
layout	dominant logic cell type in the layout	clkdlybuf4s50_1	
worst_setup_path	worst path cell trace	clkdlybuf4s50_1 > inv_1 > ha_1 > and3b_1 > a211oi_1 > a211oi_1	
worst_setup_path	CP max-delay cell	ha_1	
worst_setup_path	Setup crit end	pc[6]	
logic_synthesis	Post-synth seq share	0.386	
layout	largest registers	pc (8)	
run	OpenROAD warning count	25	
logic_synthesis	Synth area leaders	dfrtp_1 (39%), ha_1 (4.8%), o21ai_0 (4.8%)	
sta	RSZ-0062 raised after global routing	no	
sta	TNS Setup	0	ns
detailed_routing	Antenna diodes	0	
logic_synthesis	Synth cell types	29	
sta	Hold Vio Cnt, Final	0	
clock_network	CTS resizes	0	
clock_network	Setup Fix Bufs, Post-CTS	0	
power_and_ir_drop	Lkg Pwr	0.307	nW
layout	share of cells above drive strength 1	0.104	
layout	max reg flops	8	
logic_synthesis	Post-synth regs	8	
detailed_routing	Post-DRT Antenna Nets	0	
grt	largest net degree at the start of global routing	12	
hold_path	min-delay worst type	input port to async pin	
floorplan	core area	3420	um^2
worst_setup_path	worst r2r src	pc[0]	
placed_design	post-DP HPWL	1170	um
worst_setup_path	CP Class	input port to flip-flop	
placed_design	GP Congestion	0.864	
logic_synthesis	Yosys Chip Area	519	um^2
logic_synthesis	syn_area_per_cell	9.11	um^2
grt	global-route wire length before repair	2530	um
floorplan	die width	80	um
worst_setup_path	Critical path buffers and inverters	2	
layout	Reg with most FFs	pc	
sta	minimum clock period	1.81	ns
grt	initial antenna violation count	0	
clock_network	# hold bufs at CTS	0	
worst_setup_path	Most common cell on crit path	a211oi_1	
worst_setup_path	worst path required time	2.31	ns
sta	Peak Freq	0.552	GHz
detailed_routing	vias per inst	4.11	
sta	Slew Limit Fails	0	
worst_setup_path	instance count on the critical path	6	
clock_network	clock sinks	8	
floorplan	Ports	20	
worst_setup_path	flop-to-flop setup slack	0.76	ns
detailed_routing	routed wire length	1430	um
power_and_ir_drop	Tot Pwr	687	uW
clock_network	CTS Buf Count	3	
logic_synthesis	Top-area cell share	0.386	
clock_network	H-Tree Depth	1	
sta	setup slack after layout	0.387	ns
clock_network	CTS Buffer Depth	2	
layout	P&R area growth vs syn	50.6	%
layout	most frequent cells in the layout	clkdlybuf4s50_1 (19), dfrtp_1 (8), o21ai_0 (5)	
sta	skew final	0.00194	ns
detailed_routing	DRT Pass-1 Iters	4	
worst_setup_path	cell family with most CP delay	buffers and inverters	
worst_setup_path	reg2reg path depth	4	
logic_synthesis	post-synth top area cell	dfrtp_1	
layout	Post-Layout Cell Count	123	
clock_network	CTS root buf	clkbuf_4	
sta	Tightest Pin Transition	0.325	ns
worst_setup_path	Worst R2R End	pc[4]	
grt	total grt overflow	0	
logic_synthesis	Yosys warnings	1	
detailed_routing	drt wl/cell	11.7	um
worst_setup_path	critical path launch point	INCR_PC	
sta	Final Cycle Share	0.824	
floorplan	Cell Rows	21	
worst_setup_path	Worst Path Max Fanout	11	
clock_network	CTS tree	yes	
clock_network	Clk pin slew, worst setup/hold paths	0.05	ns
logic_synthesis	Cell Area, Synth	519	um^2
power_and_ir_drop	Peak VDD IR	369	uV
floorplan	full die area	6400	um^2
logic_synthesis	# Cells Yosys	57	
worst_setup_path	CP Capture Type	flip-flop	
floorplan	FP Util	0.152	
detailed_routing	DRT iter0 DRCs	28	
detailed_routing	DRC violations left	0	
detailed_routing	total number of vias	505	
grt	vias in the first global route	530	
worst_setup_path	max incr delay on CP	0.46	ns
worst_setup_path	Worst EP arrival	1.92	ns
worst_setup_path	nature of the critical path startpoint	input port	
sta	headroom to the max-slew limit	0.783	
sta	final setup vio count	0	
placed_design	Placed Cells	120	
placed_design	pre-CTS setup slack	0.162	ns
power_and_ir_drop	PwrDens	879	nW/um^2
## report_power, final
| part | total, mW | leakage, nW | internal, mW | switching, mW |
|---|---|---|---|---|
| Clock | 0.108 | 0.0138 | 0.0622 | 0.0463 |
| Combinational | 0.287 | 0.202 | 0.194 | 0.0930 |
| Sequential | 0.292 | 0.0915 | 0.204 | 0.0874 |
| Total | 0.687 | 0.307 | 0.460 | 0.227 |
## cells in the mapped netlist
| cell | number |
|---|---|
| o22a_1 | 1 |
| o211ai_1 | 1 |
| nor3_1 | 1 |
| nand4_1 | 1 |
| a31oi_1 | 1 |
| buf_2 | 2 |
| o21bai_1 | 1 |
| nor2_1 | 4 |
| ha_1 | 2 |
| o21ai_0 | 5 |
| mux2i_1 | 1 |
| inv_1 | 3 |
| nand2_1 | 2 |
| clkbuf_2 | 1 |
| and3_1 | 1 |
| a221o_1 | 1 |
| nor2b_1 | 2 |
| or2_1 | 1 |
| a22oi_1 | 3 |
| and4_2 | 1 |
| a211o_1 | 1 |
| nand3_1 | 4 |
| or3_1 | 1 |
| buf_4 | 1 |
| nor4_1 | 2 |
| dfrtp_1 | 8 |
| and3b_1 | 1 |
| a211oi_1 | 2 |
| mux2_2 | 2 |
## cells by family (layout without fill, tap and decap cells)
family	Yosys count	after routing	share of synthesized area
simple gates	21	21	0.224
compound gates	16	16	0.214
buf+inv	7	27	0.0651
flops	8	8	0.386
mux	3	3	0.0626
fa+ha+maj	2	2	0.0482
## layout make-up
| class | instances | area (um^2) |
|---|---|---|
| Sequential cell | 8 | 200 |
| Timing Repair Buffer | 21 | 205 |
| Inverter | 3 | 11.3 |
| Multi-Input combinational cell | 42 | 285 |
| Fill cell | 391 | 2630 |
| Tap cell | 46 | 57.6 |
| Clock buffer | 3 | 22.5 |
## stage by stage
stage	area, um^2	hold WS [ns]	utilization
2_1_floorplan	519	0.256	-
3_3_place_gp	759	0.585	0.222
3_5_place_dp	759	0.577	0.222
4_1_cts	782	0.466	0.229
5_1_grt	782	0.491	0.229
6_report	782	0.451	0.229
## worst min-delay path by stage
stage	start	end	slack, ns
4_1_cts	RESET	pc[5]	0.47
5_1_grt	RESET	pc[5]	0.49
6_report	RESET	pc[2]	0.45
## metal layers
metal | part of all wire | GRT usage | vias to the layer above
met4 | 0.0070 | 0.00528 | 0
met5 | 0 | 0 | -
met3 | 0.13 | 0.0318 | 2
met1 | 0.45 | 0.0580 | 230
met2 | 0.41 | 0.0722 | 19
li1 | - | - | 254
Power figures rest on the tool's default switching activity, not on a simulated workload.
